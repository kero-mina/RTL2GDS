`design/flow/config.mk`:
```
export PLATFORM = sky130hd
export DESIGN_NAME = data_memory
export DESIGN_NICKNAME = data_memory
export VERILOG_FILES = /design/flow/design.v
export SDC_FILE = /design/flow/constraint.sdc
export NUM_CORES = 4
export LEC_CHECK = 1
export CORE_UTILIZATION = 50
export SYNTH_HDL_FRONTEND = slang
export SYNTH_MEMORY_MAX_BITS = 65536
```
`design/flow/constraint.sdc`:
```
current_design data_memory

set clk_period 70.2
set clk_io_pct 0.2

create_clock -name clk0 -period $clk_period [get_ports {clk}]

set non_clock_inputs [all_inputs -no_clocks]
set_input_delay [expr $clk_period * $clk_io_pct] -clock clk0 $non_clock_inputs
set_output_delay [expr $clk_period * $clk_io_pct] -clock clk0 [all_outputs]
```
`design/flow/design.v`:
```
`timescale 1ns/1ps
module data_memory 
 (
    input                       clk, WE,
    input  [31:0]          WD, 
    input  [31:0]          A, 
    output [31:0]          RD
);  
    reg [31:0] memory [0:255]; 
    always @(posedge clk) 
    begin
        if (WE) 
        begin
            memory[A[9:2]] <= WD;  
        end
    end
    assign RD = memory[A[9:2]] ;   
endmodule
```
`design/flow/run.sh`:
```
#!/bin/bash
# OpenROAD 26Q1-2900-gdf79404cd8, Yosys 0.63+post, stock flow scripts
make -C /OpenROAD-flow-scripts/flow DESIGN_CONFIG=/design/flow/config.mk WORK_HOME=/design/flow/orfs finish
```
==> impl_metrics.env <==
# yosys + openroad results
export IMPL_power_frac_comb=0.047
export IMPL_gr_total_overflow=0
export IMPL_io_pin_count=98
export IMPL_viasPerCell=6.36
export IMPL_firstDrtPassIters=5
export IMPL_drv_cap=0
export IMPL_wire_per_inst_um=37.1
export IMPL_fin_crit_sh=0.543
export IMPL_grt_busiest_layer="met2"
export IMPL_crit_required_ns=56.16
export IMPL_coreArea_um2=615000
export IMPL_cts_tree="done"
export IMPL_avgSynthCellArea_um2=23.6
export IMPL_critPathCaptureType="output pin"
export IMPL_wirelength_mm=842
export IMPL_ys_cells=13055
export IMPL_grt_setup_unrepaired="false"
export IMPL_use_met2=0.430
export IMPL_path_class="primary input to output pin"
export IMPL_dp_hpwl_mm=477
export IMPL_worst_path_buf_inv=12
export IMPL_dr_total_vias=144650
export IMPL_warnings=53
export IMPL_setup_tns_ns=0
export IMPL_fmax_ghz=0.0262
export IMPL_drive_above_1_share=0.299
export IMPL_timing_critical_path_fanout_max=64
export IMPL_synth_seq_cells=8192
export IMPL_ant_nets=0
export IMPL_drc=0
export IMPL_area_leaders="edfxtp_1, mux4_2, a22oi_1"
export IMPL_chip_area_um2=620000
export IMPL_slew_headroom=0.122
export IMPL_critPathTopFamily="buffers and inverters"
export IMPL_slew_viol_final=0
export IMPL_top_area_frac=0.798
export IMPL_cpPeakStageDelay_ns=1.07
export IMPL_first_iter_violations=9150
export IMPL_crit_chain="buf_16 > buf_4 > buf_4 > buf_4 > buf_4 > buf_4 > buf_4 > buf_4 > buf_4 > buf_4 > mux4_2 > a22oi_1 > a21oi_1 > o41ai_2 > buf_4 > nand4_1 > clkdlybuf4s50_1"
export IMPL_io_buffer_count=73
export IMPL_grt_pass1_wl_mm=1180
export IMPL_yosysMostFrequentCell="edfxtp_1"
export IMPL_yosys_area_um2=308000
export IMPL_sw_frac_of_total=0.212
export IMPL_hold_viol_final=0
export IMPL_fp_utilization=0.502
export IMPL_grt_pass1_vias=164592
export IMPL_common_cells="edfxtp_1, mux4_2, a22oi_1"
export IMPL_period_needed_ns=38.10
export IMPL_cts_hold_buf=0
export IMPL_gp_congestion=0.866
export IMPL_synth_largest_area_cell="edfxtp_1"
export IMPL_cts_num_sinks=8192
export IMPL_ys_seq_frac=0.798
export IMPL_critPathMostFrequentCell="buf_4"
export IMPL_synth_area_um2=308000
export IMPL_path_clk_slew_ns=0.06
export IMPL_status="finished clean"
export IMPL_p_sw_mw=2.12
export IMPL_antenna_found_initial=31
export IMPL_cts_inserted_buffers=803
export IMPL_postCtsSetupBuffers=0
export IMPL_arrival_ns=24.06
export IMPL_hp_class="primary input to flip-flop"
export IMPL_syn_inst=13055
export IMPL_worstMarginPinSlew_ns=1.30
export IMPL_die_width_um=787
export IMPL_ctsResizeCount=0
export IMPL_h_tree_depth=6
export IMPL_whs_ns=13.25
export IMPL_start_kind="primary input"
export IMPL_seqPwrFrac=0.539
export IMPL_std_cell_rows=288
export IMPL_async_reset_ff_frac=0
export IMPL_grt_total_usage=0.311
export IMPL_cts_root_buf="clkbuf_16"
export IMPL_met3_usage=0.287
export IMPL_grt_max_degree=101
export IMPL_use_met1=0.334
export IMPL_max_vdd_ir_drop_mv=0.0326
export IMPL_hp_start="WD[23]"
export IMPL_min_path_cells=1
export IMPL_yosys_cell_types_count=21
export IMPL_leakage_nw=107
export IMPL_dieHeight_um=787
export IMPL_setup_viol=0
export IMPL_min_to="memory[89][23]$_DFFE_PP_"
export IMPL_p_per_area_nw_per_um2=28.6
export IMPL_yosys_warnings=0
export IMPL_fillers=42682
export IMPL_largest_reg_flops=8192
export IMPL_internal_power_mw=7.90
export IMPL_syn_to_final_growth_pct=13.7
export IMPL_clkPwrFrac=0.414
export IMPL_clk_path_buf_depth=4
export IMPL_edf_count=8192
export IMPL_ys_flop_type="edfxtp_1"
export IMPL_slowest_stage="o41ai_2"
## through the flow
step	total power, mW	setup slack [ns]	instances	utilization	instance area, um^2
6_report	10.0	32.10	22737	0.570	350000
3_3_place_gp	5.96	32.06	21250	0.529	325000
5_1_grt	10.3	31.33	22722	0.570	350000
3_5_place_dp	5.97	31.86	21251	0.529	325000
4_1_cts	10.1	31.84	22714	0.570	350000
2_1_floorplan	5.72	40.26	13055	-	308000
## cells in the final DEF, fill, tap and decap left out, types with 62 or more instances in the layout
cell	synthesis	final
clkbuf_1	498	172
a22oi_1	1024	1024
clkbuf_16	0	810
nor2_4	0	228
bufinv_16	0	62
buf_4	21	779
o41ai_2	0	89
clkinv_1	0	192
a21oi_1	512	512
clkinv_2	0	150
mux4_2	2048	2048
edfxtp_1	8192	8192
## kinds of logic (layout without fill, tap and decap cells)
family / after synthesis / after routing / share of synthesized area
buf+inv: 797 / 2336 / 0.0109
other cells: 0 / 23 / 0
flops: 8192 / 8192 / 0.798
simple gates: 354 / 354 / 0.00490
compound gates: 1664 / 1664 / 0.0369
mux: 2048 / 2048 / 0.150
## metal layers
layer / part of all wire / wire (um)
met1: 0.26 / 222000
met2: 0.46 / 391000
met3: 0.21 / 180000
met4: 0.055 / 46400
met5: 0.0033 / 2810
## power groups by stage
stage / Sequential, mW / Combinational [mW] / Clock (mW)
6_report: 5.39 / 0.472 / 4.15
4_1_cts: 5.39 / 0.475 / 4.21
5_1_grt: 5.39 / 0.503 / 4.40
## how the worst max path moves through the flow
| stage | startpoint | endpoint | depth (start not counted) |
|---|---|---|---|
| 6_report | A[2] | RD[22] | 17 |
| 4_1_cts | A[2] | RD[19] | 17 |
| 5_1_grt | A[2] | RD[22] | 17 |
## layout make-up
class / instances / area, um^2 / area share
antenna: 23 / 57.6 / 0.000164
clock buffer: 982 / 20900 / 0.0597
clock inverter: 481 / 4490 / 0.0128
inverter: 1 / 3.75 / 0.0000107
multi-input combinational: 4066 / 61700 / 0.176
sequential: 8192 / 246000 / 0.702
tap: 8120 / 10200 / 0.0290
timing repair buffer: 872 / 7160 / 0.0204
Power and IR drop assume default switching activity.
